File: design/flow/config.mk
export PLATFORM = sky130hd
export DESIGN_NAME = TinyALUreg
export DESIGN_NICKNAME = TinyALUreg
export VERILOG_FILES = /design/flow/design.v
export SDC_FILE = /design/flow/constraint.sdc
export NUM_CORES = 4
export LEC_CHECK = 1
export CORE_UTILIZATION = 40
File: design/flow/constraint.sdc
current_design TinyALUreg

set clk_period 6.3
set clk_io_pct 0.2

create_clock -name clk0 -period $clk_period [get_ports {clk}]

set non_clock_inputs [all_inputs -no_clocks]
set_input_delay [expr $clk_period * $clk_io_pct] -clock clk0 $non_clock_inputs
set_output_delay [expr $clk_period * $clk_io_pct] -clock clk0 [all_outputs]
File: design/flow/design.v
module TinyALUreg #(
    parameter                                ADDR_OFFSET = 0,   
    parameter                                ADDR_WIDTH  = 32,    
    parameter                                DATA_WIDTH  = 32     
)(
    input logic                              clk,      
    input logic                              resetn,   
    output logic                     [ 7: 0] SRC_data0_q,               
    output logic                     [ 7: 0] SRC_data1_q,               
    input  logic                     [15: 0] RESULT_data_wdata,           
    output logic                     [ 4: 0] CMD_op_q,               
    output logic                     [ 0: 0] CMD_start_q,               
    input  logic                     [ 0: 0] CMD_done_wdata,           
    input  logic                             CMD_reserved_we,              
    input  logic                     [ 8: 0] CMD_reserved_wdata,           
    input  logic                             valid,     
    input  logic                             read,      
    input  logic            [ADDR_WIDTH-1:0] addr,      
    input  logic            [DATA_WIDTH-1:0] wdata,     
    input  logic          [DATA_WIDTH/8-1:0] wmask,     
    output logic            [DATA_WIDTH-1:0] rdata      
);
    logic                           [ 7: 0] SRC_data0_next;
    logic                             SRC_data0_anded;
    logic                             SRC_data0_ored;
    logic                             SRC_data0_xored;
    logic                           [ 7: 0] SRC_data1_next;
    logic                             SRC_data1_anded;
    logic                             SRC_data1_ored;
    logic                             SRC_data1_xored;
    logic                           [15: 0] RESULT_data_q;
    logic                           [15: 0] RESULT_data_next;
    logic                             RESULT_data_anded;
    logic                             RESULT_data_ored;
    logic                             RESULT_data_xored;
    logic                           [ 4: 0] CMD_op_next;
    logic                             CMD_op_anded;
    logic                             CMD_op_ored;
    logic                             CMD_op_xored;
    logic                           [ 0: 0] CMD_start_next;
    logic                             CMD_start_anded;
    logic                             CMD_start_ored;
    logic                             CMD_start_xored;
    logic                           [ 0: 0] CMD_done_q;
    logic                           [ 0: 0] CMD_done_next;
    logic                             CMD_done_anded;
    logic                             CMD_done_ored;
    logic                             CMD_done_xored;
    logic                           [ 8: 0] CMD_reserved_q;
    logic                           [ 8: 0] CMD_reserved_next;
    logic                             CMD_reserved_anded;
    logic                             CMD_reserved_ored;
    logic                             CMD_reserved_xored;
    logic sw_wr;
    logic sw_rd;
    logic [DATA_WIDTH-1:0] sw_mask;
    logic [DATA_WIDTH-1:0] sw_wdata;
    logic [DATA_WIDTH-1:0] sw_rdata;
    logic [DATA_WIDTH-1:0] sw_masked_data;
    assign sw_wr    = valid && !read;
    assign sw_rd    = valid &&  read;
    assign sw_wdata = wdata;
    assign rdata    = sw_rdata;
    always @(wmask) begin
        int byte_idx;
        for (byte_idx = 0; byte_idx < DATA_WIDTH/8; byte_idx+=1) begin
            sw_mask[8*(byte_idx+1)-1 -: 8] = {8{wmask[byte_idx]}};
        end
    end
    assign sw_masked_data = sw_wdata & sw_mask;
    logic                     [DATA_WIDTH-1:0] SRC_rdata;
    logic                     [DATA_WIDTH-1:0] RESULT_rdata;
    logic                     [DATA_WIDTH-1:0] CMD_rdata;
    assign sw_rdata =  
                   SRC_rdata |
                   RESULT_rdata |
                   CMD_rdata;
    logic                  SRC_decode;
    logic                  SRC_sw_wr;
    logic                  SRC_sw_rd;
    logic [DATA_WIDTH-1:0] SRC_q;
    assign SRC_decode = (addr == (ADDR_OFFSET+'h0+'h0));
    assign SRC_sw_wr = sw_wr && SRC_decode;
    assign SRC_sw_rd = sw_rd && SRC_decode;
    always @(SRC_data0_q) begin
        SRC_q = '0;
        SRC_q[ 7: 0] = SRC_data0_q;
        SRC_q[15: 8] = SRC_data1_q;
    end
    assign SRC_rdata = SRC_sw_rd ? SRC_q : 'b0;
    assign SRC_data0_anded = & SRC_data0_q;
    assign SRC_data0_ored  = | SRC_data0_q;
    assign SRC_data0_xored = ^ SRC_data0_q;
    always @ (posedge clk, negedge resetn)
    if (~resetn) begin
        SRC_data0_q <= 0;
    end else begin
        if (SRC_sw_wr) begin
            SRC_data0_q <=  sw_masked_data[ 7: 0] | (SRC_data0_q & ~sw_mask[ 7: 0]);
        end
    end
    assign SRC_data1_anded = & SRC_data1_q;
    assign SRC_data1_ored  = | SRC_data1_q;
    assign SRC_data1_xored = ^ SRC_data1_q;
    always @ (posedge clk, negedge resetn)
    if (~resetn) begin
        SRC_data1_q <= 0;
    end else begin
        if (SRC_sw_wr) begin
            SRC_data1_q <=  sw_masked_data[15: 8] | (SRC_data1_q & ~sw_mask[15: 8]);
        end
    end
    logic                  RESULT_decode;
    logic                  RESULT_sw_wr;
    logic                  RESULT_sw_rd;
    logic [DATA_WIDTH-1:0] RESULT_q;
    assign RESULT_decode = (addr == (ADDR_OFFSET+'h0+'h2));
    assign RESULT_sw_wr = sw_wr && RESULT_decode;
    assign RESULT_sw_rd = sw_rd && RESULT_decode;
    always @(RESULT_data_q) begin
        RESULT_q = '0;
        RESULT_q[15: 0] = RESULT_data_q;
    end
    assign RESULT_rdata = RESULT_sw_rd ? RESULT_q : 'b0;
    assign RESULT_data_anded = & RESULT_data_q;
    assign RESULT_data_ored  = | RESULT_data_q;
    assign RESULT_data_xored = ^ RESULT_data_q;
    assign RESULT_data_next = RESULT_data_wdata;
    assign RESULT_data_q = RESULT_data_next;
    logic                  CMD_decode;
    logic                  CMD_sw_wr;
    logic                  CMD_sw_rd;
    logic [DATA_WIDTH-1:0] CMD_q;
    assign CMD_decode = (addr == (ADDR_OFFSET+'h0+'h4));
    assign CMD_sw_wr = sw_wr && CMD_decode;
    assign CMD_sw_rd = sw_rd && CMD_decode;
    always @(CMD_op_q or CMD_start_q or CMD_done_q or CMD_reserved_q) begin
        CMD_q = '0;
        CMD_q[ 4: 0] = CMD_op_q;
        CMD_q[ 5: 5] = CMD_start_q;
        CMD_q[ 6: 6] = CMD_done_q;
        CMD_q[15: 7] = CMD_reserved_q;
    end
    assign CMD_rdata = CMD_sw_rd ? CMD_q : 'b0;
    assign CMD_op_anded = & CMD_op_q;
    assign CMD_op_ored  = | CMD_op_q;
    assign CMD_op_xored = ^ CMD_op_q;
    always @ (posedge clk, negedge resetn)
    if (~resetn) begin
        CMD_op_q <= 0;
    end else begin
        if (CMD_sw_wr) begin
            CMD_op_q <=  sw_masked_data[ 4: 0] | (CMD_op_q & ~sw_mask[ 4: 0]);
        end
    end
    assign CMD_start_anded = & CMD_start_q;
    assign CMD_start_ored  = | CMD_start_q;
    assign CMD_start_xored = ^ CMD_start_q;
    always @ (posedge clk, negedge resetn)
    if (~resetn) begin
        CMD_start_q <= 0;
    end else begin
        if (CMD_sw_wr) begin
            CMD_start_q <=  sw_masked_data[ 5: 5] | (CMD_start_q & ~sw_mask[ 5: 5]);
        end
    end
    assign CMD_done_anded = & CMD_done_q;
    assign CMD_done_ored  = | CMD_done_q;
    assign CMD_done_xored = ^ CMD_done_q;
    assign CMD_done_next = CMD_done_wdata;
    assign CMD_done_q = CMD_done_next;
    assign CMD_reserved_anded = & CMD_reserved_q;
    assign CMD_reserved_ored  = | CMD_reserved_q;
    assign CMD_reserved_xored = ^ CMD_reserved_q;
    assign CMD_reserved_next = CMD_reserved_wdata;
    always @ (posedge clk, negedge resetn)
    if (~resetn) begin
        CMD_reserved_q <= 0;
    end else begin
        if (CMD_reserved_we) begin
            CMD_reserved_q <= CMD_reserved_next;
        end
        if (CMD_sw_wr) begin
            CMD_reserved_q <=  sw_masked_data[15: 7] | (CMD_reserved_q & ~sw_mask[15: 7]);
        end
    end
endmodule: TinyALUreg
File: design/flow/run.sh
#!/bin/bash
# OpenROAD 26Q1-2900-gdf79404cd8, Yosys 0.63+post, stock flow scripts
make -C /OpenROAD-flow-scripts/flow DESIGN_CONFIG=/design/flow/config.mk WORK_HOME=/design/flow/orfs finish
==> out/results.ini <==
[floorplanning]
core_mm2=0.00551
rows=27
die_x_um=77.4
die_height_um=77.4
pin_count=153
fp_util_pct=41.3
chipArea_mm2=0.00599

[clocking]
cts_hold_buf=0
cts_buffers=5
root_buffer=clkbuf_8
post_cts_resize_count=0
cts_tree=done
cts_max_level=2
clock_latency_ns=0.27
clock_sinks=31
cts.path.max_buffers=2
cts.clk_slew.worst_paths_ns=0.06
post_cts_buffers=0

[placement]
portBuffers=118
place_area_mm2=0.00342
placed_cells=393
gp_congestion=0.764
hpwl_um=4460

[global_route]
grt-ovfl-total=0
antenna_found_initial=0
grt_max_degree=32
grt_pass1_wl_um=10100
grt_pass1_vias=2016
grt.total_usage_pct=21.7

[critical_path]
r2r_slack_ns=5.46
worstSetupStartpointType=input pin
crit_arrival_ns=3.98
path_max_fanout=12
path_class=input pin to primary output
crit_slowest_cell=or4_1
crit_chain=clkdlybuf4s50_1 > nor4_1 > nand4_1 > or4_1 > buf_4 > o2bb2ai_1 > clkdlybuf4s50_1
crit_required_ns=5.04
end_kind=primary output
max_stage_delay_ns=0.73
path_common_cell=clkdlybuf4s50_1

[logic_synthesis]
synth_warnings=1
ys_ff=31
ys_chip_area_mm2=0.00227
async_flop_share_pct=100
syn-cell-area_mm2=0.00227
avgSynthCellArea_um2=10.3
area_leaders=dfrtp_1 (34%), buf_4 (7.3%), mux2i_1 (7.0%)
ys_seq_share_pct=34.1
yosys_cells=220
ys.flop_type=dfrtp_1
yosysTopAreaCell=dfrtp_1
synthDistinctLibCells=28
synth_top_area_share_pct=34.1
edf_count=0
syn_inst=220

[routing]
diodes=0
drc=0
num_vias=2071
wirelength_um=6170
drt-initial-drc-count=69
viasPerCell=5.19
antenna_left=0
drtPass1Iterations=4
wl_per_cell_um=15.5

[final_timing]
worst_clock_skew_ns=0
setup_viol=0
finalSetupTns_ns=0
grt_setup_unrepaired=no
slew_headroom_pct=52.3
fmax_mhz=191
worstMarginPinSlew_ns=0.711
hold_viol=0
period_used_pct=83.2
hold_ws_ns=0.510
slew_viol_final=0
fin_crit_ns=5.24

[pwr]
power.leakage_nw=1.43
ir_drop_mv=0.0876
pwr_density_cell_mw_per_mm2=126

[final_layout]
finalInstanceArea_mm2=0.00349
syn_to_final_growth_pct=53.6
drive_above_1_share_pct=11.3
stdcell_count=399

[hold_path]
hp-class=register to register

[status]
status=complete, no violations

[flow_run]
drv_cap=0
warnings=44

cell families after synthesis:
group	count (synthesis)	share of synthesized area [%]
compound gates	25	12.9
buf+inv	39	10.7
flops	31	34.1
mux	38	17.9
other cells	1	0.165
simple gates	86	24.3
layer usage:
layer / global-route usage [%] / share of wire [%] / vias up
met5: 0 / 0 / -
met4: 2.08 / 1.1 / 0
met3: 6.09 / 8.4 / 5
met2: 33.5 / 44 / 91
met1: 32.4 / 46 / 973
li1: - / - / 1002
cell type report:
| cell class | instances | area (um2) |
|---|---|---|
| fillers | 457 | 2010 |
| well taps | 72 | 90.1 |
| repair buffers | 125 | 1230 |
| multi-input cells | 165 | 1320 |
| clock buffers | 6 | 72.6 |
| flip-flops and latches | 31 | 776 |
worst max-delay path, delay by kind of cell:
family,cells,cell delay (ns)
AND/OR/NAND/NOR,3,1.39
buffers and inverters,3,1.17
AND-OR/OR-AND,1,0.15
synth_stat cells, types with 6 or more instances:
cell type and n:
nor2b_1 10, o2bb2ai_2 10, clkbuf_1 6, nand2_1 10, nand4_1 20, nand2b_1 10, buf_4 22, a32o_1 9
dfrtp_1 31, mux2_2 8, nand3_1 9, mux2_1 14, and2_1 10, mux2i_1 16, o2bb2ai_1 6
worst paths after layout:
path | startpoint | endpoint | cells past startpoint
min | register | register | 1
max | addr[16] | rdata[3] | 7
min in group asynchronous | resetn | async pin | 2
min reg2reg | register | register | 1
max in group asynchronous | resetn | async pin | 2
max reg2reg | register | register | 3
cells in the final DEF, fill, tap and decap left out, types with 3 or more instances in the layout:
| cell | netlist | final |
|---|---|---|
| o2bb2ai_1 | 6 | 6 |
| mux2_2 | 8 | 8 |
| buf_4 | 22 | 7 |
| mux2i_1 | 16 | 16 |
| nor4_1 | 3 | 3 |
| nor2b_1 | 10 | 10 |
| mux2_1 | 14 | 14 |
| nand4_1 | 20 | 20 |
| nand3_1 | 9 | 9 |
| nand2_1 | 10 | 10 |
| conb_1 | 1 | 16 |
| nand2b_1 | 10 | 10 |
| clkbuf_8 | 0 | 5 |
| and4_1 | 3 | 3 |
| a32o_1 | 9 | 9 |
| and2_1 | 10 | 10 |
| nor4_2 | 5 | 4 |
| dfrtp_1 | 31 | 31 |
| o2bb2ai_2 | 10 | 10 |
| clkdlybuf4s50_1 | 0 | 118 |
power by group:
part           internal [mW]  switching [mW]  leakage, nW
Clock                 0.0735          0.0677       0.0371
Sequential             0.204         0.00409        0.417
Combinational         0.0604          0.0307        0.980
Total                  0.338           0.102         1.43
metrics by stage:
step                worst slack, ns  total power [mW]  util [%]
global placement               1.07             0.303      62.1
floorplan                      2.41             0.246         -
global route                  0.796             0.466      63.4
CTS                            1.05             0.448      63.4
finish                         1.06             0.441      63.4
detailed placement             1.05             0.304      62.1
Power is estimated from default activity; no workload was simulated.
