==> flow/config.mk <==
export PLATFORM = sky130hd
export DESIGN_NAME = tinyalu
export DESIGN_NICKNAME = tinyalu
export VERILOG_FILES = /design/flow/design.v
export SDC_FILE = /design/flow/constraint.sdc
export NUM_CORES = 4
export LEC_CHECK = 1
export CORE_UTILIZATION = 30
==> flow/constraint.sdc <==
current_design tinyalu

set clk_period 8.3
set clk_io_pct 0.2

create_clock -name clk0 -period $clk_period [get_ports {clk}]

set non_clock_inputs [all_inputs -no_clocks]
set_input_delay [expr $clk_period * $clk_io_pct] -clock clk0 $non_clock_inputs
set_output_delay [expr $clk_period * $clk_io_pct] -clock clk0 [all_outputs]
==> flow/design.v <==
module tinyalu (input [7:0] A,
		input [7:0] B,
		input [2:0] op,
		input clk,
		input reset_n,
		input start,
		output done,
		output [15:0] result);
   wire [15:0] 		      result_aax, result_mult;
   wire 		          start_single, start_mult;
   wire                   done_aax;
   wire                   done_mult;
   assign start_single = start & ~op[2];
   assign start_mult   = start & op[2];
   single_cycle and_add_xor (.A, .B, .op, .clk, .reset_n, .start(start_single),
			     .done(done_aax), .result(result_aax));
   three_cycle mult (.A, .B, .op, .clk, .reset_n, .start(start_mult),
		    .done(done_mult), .result(result_mult));
   assign done = (op[2]) ? done_mult : done_aax;
   assign result = (op[2]) ? result_mult : result_aax;
endmodule  
module single_cycle(input [7:0] A,
		   input [7:0] B,
		   input [2:0] op,
		   input clk,
		   input reset_n,
		   input start,
		   output logic done,
		   output logic [15:0] result);
  always @(posedge clk)
    if (!reset_n)
      result <= 0;
    else
      case(op)
		3'b001 : result <= {8'd0,A} + {8'd0,B};
		3'b010 : result <= {8'd0,A} & {8'd0,B};
		3'b011 : result <= {8'd0,A} ^ {8'd0,B};
		default : result <= {A,B};
      endcase  
   always @(posedge clk)
     if (!reset_n)
       done <= 0;
     else
       done <= ((start == 1'b1) && (op != 3'b000));
endmodule : single_cycle
module three_cycle(input [7:0] A,
		   input [7:0] B,
		   input [2:0] op,
		   input clk,
		   input reset_n,
		   input start,
		   output logic done,
		   output logic [15:0] result);
   logic [7:0] 			       a_int, b_int;
   logic [15:0] 		       mult1, mult2;
   logic 			       done1, done2, done3;
   always @(posedge clk)
     if (!reset_n) begin
	done  <= 0;
	done3 <= 0;
	done2 <= 0;
	done1 <= 0;
	a_int <= 0;
	b_int <= 0;
	mult1 <= 0;
	mult2 <= 0;
	result<= 0;
     end else begin  
	a_int  <= A;
	b_int  <= B;
	mult1  <= a_int * b_int;
	mult2  <= mult1;
	result <= mult2;
	done3  <= start & !done;
	done2  <= done3 & !done;
	done1  <= done2 & !done;
	done   <= done1 & !done;
     end  
endmodule : three_cycle
==> flow/run.sh <==
#!/bin/bash
# OpenROAD 26Q1-2900-gdf79404cd8, Yosys 0.63+post, stock flow scripts
make -C /OpenROAD-flow-scripts/flow DESIGN_CONFIG=/design/flow/config.mk WORK_HOME=/design/flow/orfs finish
==> changes_impl.md <==
### Physical design

* M2 GR Usage at 19.9%
* Power Total at around 0.0011 W
* WL per Instance at 13.6 um
* First-pass GRT wire length at approximately 18,000 um
* RSZ-0062 raised after global routing: no
* Most used cell, CP: clkdlybuf4s50_1
* Max Slew Vio Count at 0
* Final Hold Viols at 0
* Post-Syn Area at just over 0.005 mm2
* Post-Route WL at 10,700 um
* Hold Path Class: flip-flop to flip-flop
* Total tool warning count at 25
* Chip width at 133 um
* Final setup viols at 0
* Num CTS Buffers at 9
* Hold Buf Count CTS at 0
* Gate power share at 15.4%
* NetSw at approximately 0.00028 W
* Gr busiest metal: met1
* Fraction of layout cells with a size suffix above 1 at a little under a tenth
* Async SR Flop Fraction at 0%
* Vias in the first global route at around 3,400
* Seq/Total Area, Yosys at around a third
* Ant. Diodes at 0
* Peak VDD IR at 0.000151 V
* DR DRC count at 0
* Synthesized registers at between 80 and 90
* CTS tree: yes
* Ports at 39
* Power Density at approximately 170 mW/mm2
* Antenna violation net count after detailed routing at 0
* DR vias/cell at 4.48
* Root Buffer: clkbuf_16
* Synth Flop Type: dfxtp_1
* Die area at about 0.018 mm2
* Clock-pin slew on the worst setup and hold paths at 0.07 ns
* Startpoint Class: input port
* CTS resizes at 0
* Gr usage total at roughly an eighth
* Row count at 47
* Top fanout value on the critical path at 24
* Flip-flops with a built-in enable at 0
* CTS max path bufs at 2
* Area figure in the yosys stat output at a little over 0.005 mm2
* Synth warn at 2
* Post-detail-place hpwl at just over 8000 um
* Area Overhead vs Synth at 18.7%
* Setup Buffers After CTS at 0
* PortBufs at 38
* Clock sink count at between 80 and 90
* Max Freq at 206 MHz
* Met1 Use GR at between 20% and 30%
* CP required at 6.64 ns
* WP data arrival at about 3.2 ns
* First-iteration detailed-routing DRC count at approximately 120
* Routability cong. at 0.812
* H-tree Lvls at 3
* Synth Instances at ~520
* Antenna violations before repair at 0
* Status: finished clean
* Leak pwr at between 2 and 3 nW
* Critical Path Sink Type: primary output
* Maxcap violations at 0
* Via count at about 3,500
* Core Area at between 0.015 and 0.02 mm2
* Top cell excl fill/tap: and2_1
* Critical path class: input port to primary output
* Flop pwr share at a little over two fifths
* Clock Power Share at between 40% and 50%
* Worst slew pin tran at ~0.72 ns
* Final worst path period share at approximately 59%
* Worst path max stage delay at roughly 0.45 ns
* Largest net degree at the start of global routing at just under 70
* Worst Skew at roughly 0.011 ns
* Grt total ovfl at 0
* Fin crit period at just under 5 ns
* Pre-Repair DR Iteration Count at 4
* Fin Setup TNS at 0 ns
* Syn_area_per_cell at about 9.9 um2
* Crit-path slowest cell: clkdlybuf4s50_1
* Worst path cell trace: clkdlybuf4s50_1, buf_4, mux2_2, clkdlybuf4s50_1
* GRT met3 Usage at about 1.9%
* Distinct lib cells at around 55
* Floorplan Utilization at between 30 and 40%
* Most numerous logic cells after layout: and2_1 (106), dfxtp_1 (85), inv_1 (53)
* Cell-internal power at approximately 0.0008 W
* Yosys stat cell total at around 520
* Die Ht at around 130 um
* Slew HR at 52.1%
* Switching portion of total power at a little over a quarter
* Clock latency (worst-skew pair) at 0.35 ns
[final timing paths]
kind,slack [ns],to,start,cells after the start
worst max-delay path,3.44,result[12],op[2],4
worst min-delay path,0.43,mult.mult2[4],mult.mult1[4],1
worst max register to register,3.96,mult.mult1[14],mult.a_int[0],14
worst min register to register,0.43,mult.mult2[4],mult.mult1[4],1
[state kept, by name, indices dropped and copies added (netlist names)]
signal / count
mult.done: 1
mult.done2: 1
mult.done3: 1
mult.a_int: 8
mult.result: 16
and_add_xor.done: 1
mult.b_int: 8
mult.done1: 1
mult.mult2: 16
and_add_xor.result: 16
mult.mult1: 16
[Yosys cell counts (5+ instances only)]
cell / instances / area [um2]
a21o_1: 5 / 37.5
a21oi_1: 23 / 115
and2_1: 106 / 663
and3_1: 5 / 31.3
clkbuf_1: 8 / 30.0
dfxtp_1: 85 / 1700
fa_1: 37 / 741
ha_1: 44 / 551
inv_1: 53 / 199
mux2_2: 19 / 214
nand2_1: 24 / 90.1
nor2_1: 16 / 60.1
nor2b_1: 9 / 56.3
o21ai_0: 9 / 45.0
o22ai_1: 5 / 31.3
xor2_1: 7 / 61.3
[area by class of cell]
| class | count | area, um2 |
|---|---|---|
| repair buffers | 40 | 390 |
| flip-flops and latches | 85 | 1700 |
| clock inverters | 7 | 118 |
| inverters | 54 | 203 |
| well taps | 220 | 275 |
| clock buffers | 9 | 225 |
| fillers | 1624 | 10600 |
| multi-input cells | 369 | 3170 |
[layer usage]
layer / part of all wire, % / vias to the layer above
li1: - / 1780
met1: 51 / 1669
met2: 45 / 53
met3: 2.9 / 13
met4: 1.4 / 0
met5: 0 / -
[cell families (layout without fill, tap and decap cells)]
logic type,after synthesis,count (layout),share of synthesized area (%)
AOI/OAI and AO/OA,72,72,9.40
xor gates and xnor gates,10,10,1.71
adders and majority gates,81,81,25.2
buffers and inverters,66,110,4.93
DFF,85,85,33.2
muxes,21,21,4.57
and+or+nand+nor,185,185,21.0
[stage by stage]
step	worst slack [ns]	instances	utilization [%]	area (um2)	hold slack, ns
2_1_floorplan	4.46	520	-	5120	0.406
3_3_place_gp	3.46	768	34.5	5740	0.407
4_1_cts	3.43	784	36.5	6080	0.431
3_5_place_dp	3.44	768	34.5	5740	0.414
6_report	3.44	784	36.5	6080	0.428
5_1_grt	3.37	784	36.5	6080	0.442
[power by group through the flow]
stage / combinational, W / clock [W] / sequential [W]
finish: 0.000163 / 0.000451 / 0.000445
global route: 0.000186 / 0.000483 / 0.000448
CTS: 0.000166 / 0.000464 / 0.000445
[worst max-delay path, delay by kind of cell]
family / cells / cell delay (ns)
buffers and inverters: 3 / 1.14
muxes: 1 / 0.38
Power and IR drop assume default switching activity.
